==> flow/design.v <==
module Hazard_Unit (
    input wire [1:0] rs_E,       
    input wire [1:0] rt_E,       
    input wire [1:0] rd_M,       
    input wire reg_write_M,     
    input wire [1:0] rd_W,       
    input wire reg_write_W,      
    input wire is_2_byte_d ,
    input wire is_2_byte_e ,
    input wire is_2_byte_m ,
    input wire is_2_byte_wb ,
    input wire nothing_here_d ,
    input wire nothing_here_e ,
    input wire nothing_here_m ,
    input wire nothing_here_wb ,
    input wire [1:0] rs_D,       
    input wire [1:0] rt_D,       
    input wire is_2byte_D, 
    input wire [1:0] rd_E,       
    input wire mem_read_E, 
    input wire reg_write_E,  
    input wire branch_taken_E,   
    input wire is_ret_D,      
    input wire is_ret_E,       
    input wire is_ret_M,        
    output reg [1:0] forward_a_E, 
    output reg [1:0] forward_b_E,
    output reg stall_F,      
    output reg stall_D,      
    output reg flush_E,      
    output reg flush_D       
);
    wire valid_reg_write_M;
    wire valid_reg_write_W;
    assign valid_reg_write_M = reg_write_M && (~nothing_here_m);
    assign valid_reg_write_W = reg_write_W && (~nothing_here_wb);
    always @(*) begin
        forward_a_E = 2'b00; 
        forward_b_E = 2'b00; 
        if (is_2_byte_e == 1'b0) begin 
            if (valid_reg_write_M && (rd_M == rs_E) && (is_2_byte_m == 1'b0)) begin
                forward_a_E = 2'b10; 
            end 
            else if (valid_reg_write_W && (rd_W == rs_E) && (is_2_byte_wb == 1'b0)) begin
                forward_a_E = 2'b01; 
            end
            if (valid_reg_write_M && (rd_M == rt_E) && (is_2_byte_m == 1'b0)) begin
                forward_b_E = 2'b10;
            end 
            else if (valid_reg_write_W && (rd_W == rt_E) && (is_2_byte_wb == 1'b0)) begin
                forward_b_E = 2'b01;
            end
        end 
        stall_F = 1'b1;     
        stall_D = 1'b1;     
        flush_E = 1'b0;     
        flush_D = 1'b0;     
        if ((is_ret_D && !nothing_here_d) || (is_ret_E && !nothing_here_e) || (is_ret_M && !nothing_here_m)) begin
            stall_F = 1'b0;     
            flush_D = 1'b1;         
        end
        else if (branch_taken_E && !nothing_here_e) begin
            flush_E = 1'b1;     
            flush_D = 1'b1;     
        end
        else if (
            ( (is_2_byte_e && reg_write_E && !nothing_here_e) && ((rd_E == rs_D) || (rd_E == rt_D)) ) ||
            ( (is_2_byte_m && reg_write_M && !nothing_here_m) && ((rd_M == rs_D) || (rd_M == rt_D)) ) ||
            ( (is_2_byte_wb && reg_write_W && !nothing_here_wb) && ((rd_W == rs_D) || (rd_W == rt_D)) ) ||
            ( (mem_read_E && !nothing_here_e) && ((rd_E == rs_D) || (rd_E == rt_D)) )
        ) 
        begin
             if (!is_2byte_D) begin  
                stall_F = 1'b0;     
                stall_D = 1'b0;     
                flush_E = 1'b1; 
             end
        end
    end
endmodule
==> flow/run.sh <==
#!/bin/bash
# OpenROAD 26Q1-2900-gdf79404cd8, Yosys 0.63+post, stock flow scripts
make -C /OpenROAD-flow-scripts/flow DESIGN_CONFIG=/design/flow/config.mk WORK_HOME=/design/flow/orfs finish
==> flow/config.mk <==
export PLATFORM = sky130hd
export DESIGN_NAME = Hazard_Unit
export DESIGN_NICKNAME = Hazard_Unit
export VERILOG_FILES = /design/flow/design.v
export SDC_FILE = /design/flow/constraint.sdc
export NUM_CORES = 4
export LEC_CHECK = 1
export CORE_AREA = 10 10 70 70
export DIE_AREA = 0 0 80 80
==> flow/constraint.sdc <==
current_design Hazard_Unit

set clk_period 1.6
set clk_io_pct 0.2

create_clock -name clk0 -period $clk_period

set non_clock_inputs [all_inputs -no_clocks]
set_input_delay [expr $clk_period * $clk_io_pct] -clock clk0 $non_clock_inputs
set_output_delay [expr $clk_period * $clk_io_pct] -clock clk0 [all_outputs]
==> results.tsv <==
stage	metric	value	unit
power_and_ir_drop	p_per_area	250.7	nW/µm²
flow_run	maxCapViolations	0	
synth	top_area_frac	0.3613	
setup_path	crit_type	in -> out	
power_and_ir_drop	irDropWorstVdd	0.1099	mV
grt	grt_usage	0.05545	
timing	min_period	1.707	ns
setup_path	cp-end-kind	output pin	
timing	hold_ws	0.9682	ns
synth	syn_inst	58	
detailed_routing	drt_drc_violations_left	0	
finish	flops	0	
timing	worst_pin_slew	0.3851	ns
synth	synthMuxAreaShare	0	
place	place_area	920.9	µm²
setup_path	worstSetupEndpoint	stall_D	
setup_path	worst-path-max-fanout	2	
timing	max_freq	585.7	MHz
synth	yosys-stat-area	387.9	µm²
setup_path	critPathLaunch	is_ret_D	
setup_path	cp.arrival	1.39	ns
synth	syn_area_per_cell	6.687	µm²
finish	finalInstanceArea	1051	µm²
power_and_ir_drop	p_sw_frac	0.4224	
finish	seqCellArea	0	µm²
timing	finalCritPeriodShare	1.067	
synth	common_cells	xor2_1 (16), nand2_1 (5), nand3_1 (4)	
grt	grt_antenna_before_repair	0	
detailed_routing	drt-pass1-iter-count	4	
outcome	status	complete, but fails checks	
die	coreArea	3416	µm²
clocking	postCtsHoldBufs	0	
finish	clockBufferCount	0	
place	hpwl	1635	µm
synth	yosysWarnings	1	
die	fp_util	0.1136	
setup_path	cp.required	1.28	ns
synth	xor_share	0.4065	
die	row_count	21	
timing	rsz0062_at_grt	true	
finish	syn2layout_area_growth	171.0	%
grt	busiest_layer	met2	
outcome	violations	setup timing	
synth	ys_cells	58	
synth	synth_area	387.9	µm²
finish	drive_above_1_share	0.7000	
power_and_ir_drop	switchingPower	0.0001113	W
die	die_h	80	µm
timing	hold_viol_final	0	
detailed_routing	wire_per_inst	12.33	µm
grt	grt_pass1_vias	621	
grt	grt_util_met1	0.07530	
detailed_routing	first_iter_violations	20	
synth	synthSimpleGateAreaFrac	0.2903	
timing	maxSlewHeadroom	0.7433	
detailed_routing	wl	1923	µm
grt	grt-ovfl-total	0	
place	io_buffers	38	
synth	fa_ha_area_frac	0	
detailed_routing	vias	589	
synth	ys_seq_frac	0	
setup_path	crit_path_start_kind	input pin	
synth	yosysMostFrequentCell	xor2_1	
power_and_ir_drop	leakagePower	0.4863	nW
grt	grt_max_degree	7	
detailed_routing	ant_nets	0	
finish	n_fill_cell	364	
die	design.die.area	6400	µm²
grt	grt_pass1_wl	2939	µm
grt	use_met3	0.01477	
die	die_x	80	µm
flow_run	warnings	35	
timing	setup_slack	-0.1074	ns
grt	grt.met2_usage	0.09069	
detailed_routing	via_per_inst	3.776	
die	ios	39	
synth	ys_types	23	
synth	area_leaders	xor2_1 (36%), a222oi_1 (5.2%), nand3_1 (5.2%)	
synth	aoi_share	0.2484	
power_and_ir_drop	power.share.clock	0	
synth	yosys.area.top_type	xor2_1	
synth	logic_family	XOR/XNOR gates	
timing	setup_viol	2	
power_and_ir_drop	p_int	0.0001522	W
worst_hold_path	min_path_type	in -> out	
power_and_ir_drop	comb_power_share	1.000	
power_and_ir_drop	pwr-share-seq	0	
detailed_routing	n_antenna_cell	0	
place	place_congestion	0.8437	
timing	drv_slew	0	
-- layout by cell type (no fill, tap or decap) --
master           instances
nor2_2                   1
nand3_2                  4
or4b_4                   1
and3_4                   1
o21ai_2                  2
xor2_1                  11
dlymetal6s2s_1           1
o22ai_2                  3
a22oi_1                  1
dlygate4sd2_1            5
a222oi_1                 2
a211oi_2                 2
nand2_1                  2
nor3_2                   2
xnor2_2                  2
nand2_4                  2
and3b_1                  1
nor2_1                   2
a21oi_2                  3
clkdlybuf4s50_1          1
buf_6                   14
buf_4                   15
nand2b_1                 1
inv_2                    1
nand2_2                  1
nor2b_1                  1
inv_1                    2
clkdlybuf4s15_1          2
buf_8                    1
o31a_2                   1
xor2_2                   5
or3_1                    1
nor3b_4                  1
buf_2                   12
clkbuf_2                 3
-- timing repair --
item / in CTS / in global routing
endpoints found under the hold margin: 0 / 0
resized: 145 / 29
pin swaps: 29 / 16
endpoints found under the setup margin: 8 / 7
setup buffers: 5 / 0
-- layout make-up --
cell class	count	area, µm²	share of cell area
Tap cell	46	57.56	0.05476
Multi-Input combinational cell	53	535.5	0.5095
Timing Repair Buffer	54	446.7	0.4250
Inverter	3	11.26	0.01071
-- power groups by stage --
stage | clock network [W] | registers, W | logic (W)
after CTS | 0 | 0 | 0.000242
after global routing | 0 | 0 | 0.000288
final | 0 | 0 | 0.000263
-- metrics by stage --
| step | instances | setup WS [ns] | TNS [ns] | util | power, W |
|---|---|---|---|---|---|
| final | 156 | -0.1074 | -0.2104 | 0.3077 | 0.0002635 |
| after global placement | 154 | -0.9111 | -6.469 | 0.2696 | 0.0002238 |
| after floorplan | 58 | 0.07505 | 0 | - | 0.00007506 |
| after detailed placement | 154 | -0.9280 | -6.496 | 0.2696 | 0.0002250 |
| after global routing | 156 | -0.2774 | -0.5314 | 0.3077 | 0.0002884 |
| after CTS | 157 | -0.1467 | -0.2892 | 0.2835 | 0.0002417 |
-- worst max-delay path, cell delays in order --
cell and delay, ns:
buf_6 0.09, a222oi_1 0.38, nand2_1 0.11, or3_1 0.37, buf_2 0.12
-- cells by family (layout without fill, tap and decap cells) --
logic type,Yosys count,after routing
simple gates,21,21
buf+inv,5,57
xor+xnor,18,18
compound gates,14,14
-- worst min path at each step --
| stage | from | endpoint | cells past startpoint |
|---|---|---|---|
| 6_report | is_2_byte_wb | forward_b_E[0] | 4 |
| 5_1_grt | is_2_byte_wb | forward_b_E[0] | 4 |
| 4_1_cts | nothing_here_wb | forward_b_E[0] | 4 |
-- layer usage --
metal,up-vias,routed length (µm)
li1,311,-
met5,-,0
met2,23,872
met1,255,904
met4,0,0
met3,0,146
Power figures rest on the tool's default switching activity, not on a simulated workload.
